## flow/run.sh

```bash
#!/bin/bash
# OpenROAD 26Q1-2900-gdf79404cd8, Yosys 0.63+post, stock flow scripts
make -C /OpenROAD-flow-scripts/flow DESIGN_CONFIG=/design/flow/config.mk WORK_HOME=/design/flow/orfs finish
```

## flow/config.mk

```make
export PLATFORM = sky130hd
export DESIGN_NAME = control
export DESIGN_NICKNAME = control
export VERILOG_FILES = /design/flow/design.v
export SDC_FILE = /design/flow/constraint.sdc
export NUM_CORES = 4
export LEC_CHECK = 1
export CORE_UTILIZATION = 30
```

## flow/constraint.sdc

```tcl
current_design control

set clk_period 6.6
set clk_io_pct 0.2

create_clock -name clk0 -period $clk_period [get_ports {i_clk}]

set non_clock_inputs [all_inputs -no_clocks]
set_input_delay [expr $clk_period * $clk_io_pct] -clock clk0 $non_clock_inputs
set_output_delay [expr $clk_period * $clk_io_pct] -clock clk0 [all_outputs]
```

## flow/design.v

```verilog
module address_generator  (
    input i_en,
    input [3:0] i_stage,
    input [8:0] i_pair,
    output logic [0:4] [8:0] o_o_rd_addr,
    output logic [4:0] o_rd_en,
    output logic [0:3] [8:0] o_o_wr_addr,
    output logic [3:0] o_wr_en,
    output o_top_even,
    output o_read_from_mem1,
    output o_even_segment
);
logic [8:0] o_rd_addr [0:4];
logic [8:0] o_wr_addr [0:3];
assign o_o_rd_addr[0] = o_rd_addr[0];
assign o_o_rd_addr[1] = o_rd_addr[1];
assign o_o_rd_addr[2] = o_rd_addr[2];
assign o_o_rd_addr[3] = o_rd_addr[3];
assign o_o_rd_addr[4] = o_rd_addr[4];
assign o_o_wr_addr[0] = o_wr_addr[0];
assign o_o_wr_addr[1] = o_wr_addr[1];
assign o_o_wr_addr[2] = o_wr_addr[2];
assign o_o_wr_addr[3] = o_wr_addr[3];
logic [8:0] twi_addr;
logic [8:0] even_addr;
logic [8:0] odd_addr;
logic [8:0] top_addr;
logic [8:0] btm_addr;
logic top_to_a;
logic [8:0] segment_count;
logic even_segment;
logic [9:0] dif;
logic [8:0] segment2_count;
wire even_stage;
wire read_mem1;
wire write_mem2;
assign even_stage = ~i_stage[0];
assign read_mem1 = even_stage;
assign write_mem2 = even_stage;
assign even_segment = ~segment_count[0];
wire even_segment2;
assign even_segment2 = (i_stage == 4'd9) ? 1'b1 : ~segment2_count[0];
assign top_to_a = ~segment2_count[0];
logic [3:0] shift_val;
always_comb begin
    if (i_en) begin
        o_rd_en[0] = 1'b1;  
        o_rd_en[1] = read_mem1;  
        o_rd_en[2] = read_mem1;  
        o_rd_en[3] = ~read_mem1;  
        o_rd_en[4] = ~read_mem1;  
        o_wr_en[0] = ~write_mem2;  
        o_wr_en[1] = ~write_mem2;  
        o_wr_en[2] = write_mem2;  
        o_wr_en[3] = write_mem2;  
    end
    else begin
        o_rd_en[0] = 0;  
        o_rd_en[1] = 0;  
        o_rd_en[2] = 0;  
        o_rd_en[3] = 0;  
        o_rd_en[4] = 0;  
        o_wr_en[0] = 0;  
        o_wr_en[1] = 0;  
        o_wr_en[2] = 0;  
        o_wr_en[3] = 0;  
    end
        dif = 10'd512 >> i_stage;  
        segment_count = i_pair >> (9 - i_stage);  
        if (even_segment) begin  
            even_addr = i_pair;  
            odd_addr = i_pair + dif;  
            o_rd_addr[1] = even_addr;  
            o_rd_addr[2] = odd_addr;  
            o_rd_addr[3] = even_addr;  
            o_rd_addr[4] = odd_addr;  
        end
        else begin  
            even_addr = i_pair - dif;  
            odd_addr = i_pair;  
            o_rd_addr[1] = odd_addr;  
            o_rd_addr[2] = even_addr;  
            o_rd_addr[3] = odd_addr;  
            o_rd_addr[4] = even_addr;  
        end
        for (int i=0; i<9; i++) begin
            twi_addr[8-i] = segment_count[i];
        end
        o_rd_addr[0] = twi_addr;
        top_addr = i_pair;
        btm_addr = i_pair;
        if (i_stage == 4'd9) begin
        end
        else begin
            segment2_count = i_pair >> (8 - i_stage);  
        end
        shift_val = (i_stage < 9) ? (8 - i_stage) : 0;
        segment2_count = i_pair >> shift_val;
        if (even_segment2) begin
            o_wr_addr[0] = top_addr;  
            o_wr_addr[1] = btm_addr;  
            o_wr_addr[2] = top_addr;  
            o_wr_addr[3] = btm_addr;  
        end
        else begin
            o_wr_addr[0] = btm_addr;  
            o_wr_addr[1] = top_addr;  
            o_wr_addr[2] = btm_addr;  
            o_wr_addr[3] = top_addr;  
        end
end
assign o_top_even = even_segment2;
assign o_read_from_mem1 = read_mem1;
assign o_even_segment = even_segment;
endmodule
module control (
    input i_clk,
    input i_rst,
    input i_en,
    input i_start,
    input i_done,
    output [4:0] o_rd_en,
    output [0:4] [8:0] o_o_rd_addr,
    output o_read_from_mem1,
    output o_even_segment,
    output o_top_even,
    output [3:0] o_wr_en,
    output [0:3] [8:0] o_o_wr_addr,
    output o_final_pair,
    output logic o_active
);
logic en_counter = 0;
logic [3:0] counter_stage = 4'd0;
logic [8:0] counter_pair = 9'd0;
wire start;
wire done;
assign start = ~o_active & i_start;
assign done = o_active & i_done;
always_ff @(posedge i_clk) begin
    if (i_rst) begin
        o_active <= 0;
        en_counter <= 0;
    end
    else if (i_en) begin
        if (start) begin
            o_active <= 1;
            en_counter <= 1;
        end
        if (done || (counter_stage == 4'd9 && counter_pair == 9'd511)) begin
            o_active <= 0;
            en_counter <= 0;
        end
    end
end
always_ff @(posedge i_clk) begin
    if (i_rst) begin
        counter_stage <= 4'd0;
        counter_pair <= 9'd0;
    end
    else if (i_en) begin
        if (start) begin
            counter_stage <= 4'd0;
            counter_pair  <= 9'd0;
        end
        else if (en_counter) begin
            if (counter_pair == 9'd511) begin
                counter_pair <= 9'd0;
                if (counter_stage == 4'd9) begin
                    counter_stage <= 4'd0;
                end
                else begin
                    counter_stage <= counter_stage + 1;
                end
            end
            else begin
                counter_pair <= counter_pair + 1;
            end
        end
    end
end
address_generator control_address_generator (
    .i_stage(counter_stage),
    .i_pair(counter_pair),
    .i_en(en_counter),
    .o_o_rd_addr(o_o_rd_addr),
    .o_rd_en(o_rd_en),
    .o_o_wr_addr(o_o_wr_addr),
    .o_wr_en(o_wr_en),
    .o_top_even(o_top_even),
    .o_read_from_mem1(o_read_from_mem1),
    .o_even_segment(o_even_segment)
);
assign o_final_pair = en_counter && (counter_stage == 4'd9) && (counter_pair == 9'd511);
endmodule
```

==> qor.csv <==
stage,metric,value,unit
status,status,finished clean,
final_layout,final_core_util,0.401,
floorplanning,die_h,93.3,um
grt,grt.overflow.total,0,
flow_run,log.warning_count,31,
cts,cts.htree.levels,1,
detailed_routing,via_per_inst,4.96,
detailed_routing,first_pass_iters,4,
synth,synth_xor_xnor_area_share,0.0721,
timing,tightest_slew,732,ps
floorplanning,die_area,8700,um^2
cts,tritoncts,built,
final_layout,drive_gt1_frac,0.0467,
final_layout,combGateArea,1600,um^2
detailed_routing,routed_wl,6310,um
placement,portBuffers,99,
detailed_routing,antenna_cells_inserted,0,
timing,period_minus_slack,6200,ps
power,peakVddDrop,0.0000663,V
cts,cts_sinks,15,
placement,gp_congestion,0.891,
timing,final_max_slew_viol_count,0,
critical_path,r2r_cells,9,
synth,logic_family,buffers and inverters,
critical_path,r2r_slack,3980,ps
grt,grt_pass1_wl,10200,um
floorplanning,ioPinCount,100,
timing,hold_slack,567,ps
synth,synth.largest_area_cell,buf_4,
synth,yosys-top-cells-area,"buf_4 18%, dfxtp_1 12%, ha_1 11%, nand2_1 3.9%, nor2_1 3.8%",
timing,finalHoldViolations,0,
final_layout,regArea,300,um^2
synth,synthAoiAreaFrac,0.172,
synth,synth_adder_area_share,0.118,
timing,max_freq,161,MHz
power,total_power,263,uW
final_layout,fillers,809,
detailed_routing,routedWlPerCell,13.5,um
flow_run,cap_violations,0,
grt,grt_max_degree,21,
critical_path,cp_slowest_cell,dfxtp_1,
synth,netlist.area_leader.share,0.183,
cts,cts_resized,0,
floorplanning,core,7890,um^2
synth,synth_flops,15,
power,power_density,82.9,nW/um^2
synth,yosysWarningCount,4,
placement,placed_area,3120,um^2
critical_path,worstSetupPathType,reg2out,
critical_path,crit_path_max_fanout,14,
final_layout,final_cells,466,
detailed_routing,drtIter0Drc,95,
synth,ys_seq_share,0.120,
timing,rsz0062_at_grt,no,
synth,synthesis.area,2500,um^2
placement,dp_slack,729,ps
timing,skew,4.09,ps
detailed_routing,vias,2312,
cts,cts_made_buffers,3,
grt,antenna_found_initial,0,
hold_path,worstHoldPathCells,2,
synth,edf_count,0,
floorplanning,fp-utilization,0.317,
floorplanning,num_rows,32,
detailed_routing,post-route-drc-count,0,
critical_path,cp-start-kind,flip-flop,
synth,mux_area_frac,0.0556,
timing,setup_tns,0,ps
synth,ys_cells,331,
critical_path,slowest_delay,620,ps
cts,cts_setup_buffers,0,
grt,track_usage,0.148,
floorplanning,fp.dieW,93.3,um
detailed_routing,ant_nets,0,
cts,cts_hold_buf,0,
timing,relSlewSlack,0.511,
timing,finalSetupViolCount,0,
synth,synth_cell_type_count,59,
synth,ys_chip_area,2500,um^2
cts,clk_pin_slew,60,ps
synth,synthArstFlopShare,0,
synth,flop_cell,dfxtp_1,
cts,worstSkewPairLatency,250,ps
critical_path,crit_path_cell_trace,inv_1 -> ha_1 -> ha_1 -> nor3b_1 -> o2bb2ai_2 -> or2_2 -> mux2_4 -> fa_1 -> nor2b_1 -> o2111ai_1 -> nand2_1 -> o41ai_1 -> xnor3_1 -> clkdlybuf4s50_1,
cts,cts_max_path_buffers,2,
synth,synthCells,331,
final_layout,fin_area,3170,um^2
final_layout,syn2layout_area_growth,26.7,%
critical_path,timing.critical_path.mode_cell,ha_1,
placement,dp_hpwl,4810,um
power,p_leak,1.15,nW
synth,netlist_top_cells_count,"61 x buf_4, 26 x nand2_1, 25 x nor2_1",
hold_path,hold_class,reg2reg,
synth,simple_gate_share,0.222,
critical_path,arrival,4880,ps
synth,top_cell,buf_4,
cts,ctsRootBufferMaster,clkbuf_8,
timing,worst_slack,397,ps
critical_path,crit_path_end_kind,primary output,
grt,grt_pass1_vias,2017,
critical_path,crit_required,5280,ps
placement,dp.cells,462,
timing,finalClockPeriodUsage,0.940,
synth,avgSynthCellArea,7.55,um^2
-- placed cells by master (no fill, tap or decap), types with 4 or more instances in the layout --
master / n
a21oi_1: 11
buf_4: 5
clkdlybuf4s50_1: 99
dfxtp_1: 15
ha_1: 22
inv_1: 16
mux2i_1: 9
nand2_1: 26
nand2b_1: 4
nand3_1: 8
nand4_1: 4
nor2_1: 25
nor2b_1: 10
nor3_1: 11
o21a_1: 4
o21ai_0: 10
or3_1: 5
xnor2_1: 10
xor2_1: 8
-- report_power, final --
part | switching (mW) | internal (mW)
Combinational | 0.0322 | 0.0560
Clock | 0.0321 | 0.0418
Sequential | 0.00760 | 0.0929
Total | 0.0719 | 0.191
-- worst paths after layout --
path / from / to
setup / recovery: counter_stage[2] / o_o_rd_addr[8]
hold reg to reg: o_active / o_active
setup reg to reg: counter_pair[2] / counter_stage[3]
hold / removal: o_active / o_active
-- per-layer routing --
metal	track usage	up-vias	wire, um
met5	0	-	0
li1	-	1162	-
met2	0.248	101	2940
met1	0.216	1045	2880
met4	0.0103	0	40
met3	0.0132	4	444
-- state kept, by name, indices dropped and copies added, names as in the netlist --
| signal | count |
|---|---|
| counter_pair | 9 |
| o_active | 1 |
| en_counter | 1 |
| counter_stage | 4 |
-- area by class of cell --
cell class | count | share of cell area
inverter | 17 | 0.0202
clock buffer | 3 | 0.0130
sequential | 15 | 0.0948
multi-input combinational | 224 | 0.505
tap | 102 | 0.0403
clock inverter | 1 | 0.00158
timing repair buffer | 104 | 0.325
-- critical path, delay by kind of cell (launching register included) --
| kind | cells | cell delay (ps) |
|---|---|---|
| adders and majority gates | 3 | 1080 |
| and+or+nand+nor | 4 | 1060 |
| buffers and inverters | 2 | 680 |
| DFF | 1 | 620 |
| AOI/OAI and AO/OA | 3 | 480 |
| xor gates and xnor gates | 1 | 400 |
| muxes | 1 | 310 |
-- cell families after synthesis --
family,after synthesis
mux,12
xor+xnor,19
compound gates,60
buf+inv,92
simple gates,110
fa+ha+maj,23
flops,15
Power is estimated from default activity; no workload was simulated.
