--- design/flow/design.v ---
module spectrum_analyser_control (
    input i_clk,
    input i_rst,
    input i_en,
    input i_start_fft,
    input i_start_graph,
    input i_fft_active,  
    output logic o_fft_active,  
    output logic o_graph_active,
    output logic o_fft_start,
    output logic o_fft_graph
);
typedef enum logic [1:0] {
    IDLE,
    FFT,
    GRAPH
} t_state;
t_state state;
t_state next_state;
logic r_end_fft;
always_ff @(posedge i_clk) begin
    if (i_rst) begin
        state <= IDLE;
    end
    else if (i_en) begin
        state <= next_state;
    end
end
always_comb begin
    case (state) 
        IDLE: begin
            if (i_start_fft) begin
                next_state = FFT;
                o_fft_start = 1;
            end
            else begin
                if (i_start_graph) begin
                    next_state = GRAPH;
                    o_fft_start = 0;
                end
                else begin
                    next_state = IDLE;
                    o_fft_start = 0;
                end
            end
        end
        FFT: begin
            if (i_fft_active) begin
                next_state = FFT;
                o_fft_start = 0;
            end
            else begin
                if (i_start_graph) begin
                    next_state = GRAPH;
                    o_fft_start = 0;
                end
                else begin
                    next_state = IDLE;
                    o_fft_start = 0;
                end
            end
        end
        GRAPH: begin
            if (i_start_fft) begin
                next_state = FFT;
                o_fft_start = 1;
            end
            else begin
                next_state = GRAPH;
                o_fft_start = 0;
            end
        end
        default: begin
            o_fft_start = 0;
            next_state = IDLE;
        end
    endcase
end
always_comb begin
    case (state) 
        IDLE: begin
            o_fft_active = 0;
            o_graph_active = 0;
            o_fft_graph = 0;
        end
        FFT: begin
            o_fft_active = 1;
            o_graph_active = 0;
            o_fft_graph = 1;
        end
        GRAPH: begin
            o_fft_active = 0;
            o_graph_active = 1;
            o_fft_graph = 0;
        end
        default: begin
            o_fft_active = 0;
            o_graph_active = 0;
            o_fft_graph = 0;
        end
    endcase
end
endmodule
--- design/flow/run.sh ---
#!/bin/bash
# OpenROAD 26Q1-2900-gdf79404cd8, Yosys 0.63+post, stock flow scripts
make -C /OpenROAD-flow-scripts/flow DESIGN_CONFIG=/design/flow/config.mk WORK_HOME=/design/flow/orfs finish
--- design/flow/config.mk ---
export PLATFORM = sky130hd
export DESIGN_NAME = spectrum_analyser_control
export DESIGN_NICKNAME = spectrum_analyser_control
export VERILOG_FILES = /design/flow/design.v
export SDC_FILE = /design/flow/constraint.sdc
export NUM_CORES = 4
export LEC_CHECK = 1
export CORE_AREA = 10 10 70 70
export DIE_AREA = 0 0 80 80
--- design/flow/constraint.sdc ---
current_design spectrum_analyser_control

set clk_period 1.7
set clk_io_pct 0.2

create_clock -name clk0 -period $clk_period [get_ports {i_clk}]

set non_clock_inputs [all_inputs -no_clocks]
set_input_delay [expr $clk_period * $clk_io_pct] -clock clk0 $non_clock_inputs
set_output_delay [expr $clk_period * $clk_io_pct] -clock clk0 [all_outputs]
==> impl_metrics.json <==
{
  "area_delta_synth_final_pct": 133.3,
  "critPathKind": "in -> out",
  "hp-start": "state[2]",
  "power_density_nw_per_um2": 765.0,
  "min_path_cells": 2,
  "fp_util_pct": 4.286,
  "ys_seq_share_pct": 41.03,
  "top_register": "state",
  "num_io_pins": 10,
  "rsz0062_at_grt": "false",
  "internal-power_w": 0.0001992,
  "worst-r2r-cell-count": 6,
  "placementRows": 21,
  "worstPathRequired_ns": 1.36,
  "pwr-share-clk_pct": 50.4,
  "swShare_pct": 23.76,
  "numPortBuffers": 9,
  "fp.dieW_um": 80,
  "max-vdd-ir-drop_v": 0.0002177,
  "hold_viol": 0,
  "worst_slew_pin_slew_ns": 0.2141,
  "htreeDepth": 1,
  "finalCritPeriodShare_pct": 88.57,
  "grt_max_degree": 6,
  "warning_count": 25,
  "most-common-layout-cells": "clkdlybuf4s50_1 (8), buf_4 (4), inv_1 (3), clkbuf_4 (3), dfxtp_1 (3)",
  "crit_buf_inv": 2,
  "hold_end": "state[2]",
  "fin_setup_tns_ns": 0,
  "firstDrtPassIters": 1,
  "nFillCells": 409,
  "cts.root.buffer_cell": "clkbuf_4",
  "cap_viol_max_count": 0,
  "syn_inst": 17,
  "start_kind": "input port",
  "clock_latency_ns": 0.24,
  "fp.coreArea_sq_um": 3416,
  "p_sw_w": 0.00006208,
  "grt_pass1_wl_um": 862,
  "fp.dieH_um": 80,
  "regToRegEndpoint": "state[2]",
  "placedCellCount": 72,
  "max_freq_mhz": 664.2,
  "syn_area_sq_um": 146.4,
  "dieArea_sq_um": 6400,
  "period_minus_slack_ns": 1.506,
  "first_global_vias": 216,
  "seqPwrFrac_pct": 31.0,
  "drt-total-wl_um": 554,
  "drive_gt1_share_pct": 24.24,
  "viasPerCell": 2.481,
  "reg_top3": "state x3",
  "gr-usage-all-layers_pct": 1.691,
  "critPathArrivalTime_ns": 1.17,
  "ys_area_sq_um": 146.4,
  "clkTransAtPathRegs_ns": 0.04,
  "ys.flops": 3,
  "gp_congestion": 0.6964,
  "via_count": 196,
  "ctsHoldBuffers": 0,
  "cp_max_fo": 2,
  "cpLargestDelayFamily": "buffers and inverters",
  "cts.sinks": 3,
  "synthDistinctLibCells": 13,
  "crit_path_max_incr_delay_ns": 0.48,
  "antenna_found_initial": 0,
  "final_max_slew_viol_count": 0,
  "largest_reg_flops": 3,
  "yosys_warnings": 1,
  "num_antenna_cells": 0,
  "stdcell_count": 79,
  "overflow": 0,
  "slowest_stage": "clkdlybuf4s50_1",
  "drt_iter0_markers": 0,
  "ys_cells": 17,
  "final_core_util_pct": 10.00,
  "leakage_nw": 0.1324,
  "cts_tree": "yes",
  "drc_errors": 0,
  "mostFrequentLayoutCell": "clkdlybuf4s50_1",
  "r2r_slack_ns": 0.57,
  "clock_skew_ns": 0.003377,
  "final_antenna_net_count": 0,
  "status": "completed",
  "worstPathCellList": "clkdlybuf4s50_1 -> o21a_1 -> dlygate4sd2_1",
  "hp-class": "reg -> reg",
  "wl_per_cell_um": 7.013,
  "combPwrFrac_pct": 18.7,
  "cts_buffer_depth": 2,
  "numCtsBuffers": 3,
  "relSlewSlack_pct": 85.68,
  "synth.avg_cell_area_sq_um": 8.611,
  "finalSetupViolations": 0,
  "regToRegStartpoint": "state[0]",
  "worstSetupEndpointType": "output port"
}
-- per-layer routing --
metal	GRT usage, %	vias up	wire (um)
li1	-	93	-
met1	2.130	89	285
met2	1.846	12	150
met3	1.705	2	103
met4	0.5282	0	14
met5	0	-	0
-- layout make-up --
| class | count | area (sq um) | area share [%] |
|---|---|---|---|
| timing repair buffer | 13 | 118.9 | 34.80 |
| inverter | 3 | 11.26 | 3.297 |
| tap | 46 | 57.56 | 16.85 |
| multi-input combinational | 10 | 67.56 | 19.78 |
| clock buffer | 4 | 26.28 | 7.692 |
| sequential | 3 | 60.06 | 17.58 |
-- worst reg2reg max path: stages, from the launching register on --
cell     delay, ns
dfxtp_1       0.33
o21a_1        0.21
buf_4         0.13
buf_4         0.12
buf_4         0.12
nand2_1       0.05
a21oi_1       0.06
-- worst max path at each step --
stage                  startpoint           to  cells after the start
after CTS             i_start_fft  o_fft_start                      3
after global routing  i_start_fft  o_fft_start                      3
final                 i_start_fft  o_fft_start                      3
-- cells by family after synthesis --
family | synth area share [%]
AOI/OAI and AO/OA | 38.46
buffers and inverters | 12.82
DFF | 41.03
and+or+nand+nor | 7.692
-- metrics by stage --
stage	worst slack (ns)	power (W)	hold WS (ns)	cell area (sq um)
2_1_floorplan	0.8104	0.00009386	0.4091	146.4
3_3_place_gp	-0.06924	0.0001227	0.5185	294.0
3_5_place_dp	-0.06786	0.0001244	0.5450	294.0
4_1_cts	0.1993	0.0002652	0.5515	341.6
5_1_grt	0.1402	0.0002819	0.5947	341.6
6_report	0.1943	0.0002613	0.5424	341.6
-- synth_stat cells, drive strengths merged --
cell	count	area, sq um
buf	1	7.510
o21a	1	7.510
a221o	1	10.01
inv	3	11.26
o21ai	2	10.00
a21oi	1	5.000
o32ai	1	8.760
dfxtp	3	60.06
nand2	1	3.750
a21o	1	8.760
nand3b	1	7.510
a31oi	1	6.260
-- what timing repair did --
action,in CTS,in global routing
gates resized,1,0
setup buffers,3,0
setup endpoints to repair,1,0
-- power by group through the flow --
stage                 sequential (W)  combinational [W]  clock [W]
after CTS                  0.0000810          0.0000491   0.000135
after global routing       0.0000815          0.0000539   0.000146
final                      0.0000809          0.0000488   0.000132
Power figures rest on the tool's default switching activity, not on a simulated workload.
