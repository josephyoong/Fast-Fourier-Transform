==> ./design.v <==
module butterfly #(
    parameter 
    I = 1,
    F = 15
) (
    input i_clk,
    input i_rst,
    input i_en,
    input signed [0:1] [15:0] i_i_even,  
    input signed [0:1] [15:0] i_i_odd,  
    input signed [0:1] [15:0] i_i_twi,  
    output logic signed [0:1] [15:0] o_o_top,  
    output logic signed [0:1] [15:0] o_o_btm  
);
logic signed [15:0] i_even [0:1];
logic signed [15:0] i_odd [0:1];
logic signed [15:0] i_twi [0:1];
always_comb begin
    for (int j=0; j<2; j++) begin
        i_even[j] = i_i_even[j];
        i_odd[j] = i_i_odd[j];
        i_twi[j] = i_i_twi[j];
    end
end
logic signed [15:0] o_top [0:1];
logic signed [15:0] o_btm [0:1];
assign o_o_top = {o_top[0], o_top[1]};
assign o_o_btm = {o_btm[0], o_btm[1]};
wire signed [15:0] twi_odd [0:1];
logic signed [15:0] shift_even_re [0:2];
logic signed [15:0] shift_even_im [0:2];
wire signed [0:1] [15:0] twi_packed_net;
complex_multiplier_16 #(.I(I), .F(F)) twiddler (
    .i_clk(i_clk),
    .i_rst(i_rst),
    .i_en(i_en),
    .i_i_data1(i_i_odd),
    .i_i_data2(i_i_twi),
    .o_o_product(twi_packed_net)
);
assign twi_odd[0] = twi_packed_net[0];
assign twi_odd[1] = twi_packed_net[1];
always_ff @(posedge i_clk) begin
    if (i_rst) begin
        for (int i=0; i<3; i++) begin
            shift_even_re[i] <= 0;
            shift_even_im[i] <= 0;
        end
        o_top[0] <= 0;
        o_top[1] <= 0;
        o_btm[0] <= 0;
        o_btm[1] <= 0;
    end
    else if (i_en) begin
        shift_even_re[0] <= i_even[0];
        shift_even_im[0] <= i_even[1];
        for (int i=1; i<3; i++) begin
            shift_even_re[i] <= shift_even_re[i-1];
            shift_even_im[i] <= shift_even_im[i-1];
        end
        o_top[0] <= (shift_even_re[2] + twi_odd[0] + 16'sd1) >>> 1;
        o_btm[0] <= (shift_even_re[2] - twi_odd[0] + 16'sd1) >>> 1;
        o_top[1] <= (shift_even_im[2] + twi_odd[1] + 16'sd1) >>> 1;
        o_btm[1] <= (shift_even_im[2] - twi_odd[1] + 16'sd1) >>> 1;
    end
end
endmodule
module complex_multiplier_16 #(
    parameter I = 1,
    parameter F = 15
) (
    input i_clk,
    input i_rst,
    input i_en,
    input signed [0:1] [15:0] i_i_data1,
    input signed [0:1] [15:0] i_i_data2,
    output logic signed [0:1] [15:0] o_o_product
);
logic signed [15:0] i_data1 [0:1];
logic signed [15:0] i_data2 [0:1];
always_comb begin
    for (int j=0; j<2; j++) begin
        i_data1[j] = i_i_data1[j];
        i_data2[j] = i_i_data2[j];
    end
end
logic signed [15:0] o_product [0:1];
assign o_o_product[0] = o_product[0];
assign o_o_product[1] = o_product[1];
logic signed [31:0] prod1;
logic signed [31:0] prod2;
logic signed [31:0] prod3;
logic signed [31:0] prod4;
logic signed [31:0] prod1_rnd = 0;
logic signed [31:0] prod2_rnd = 0;
logic signed [31:0] prod3_rnd = 0;
logic signed [31:0] prod4_rnd = 0;
wire signed [15:0] prod1_trnc = prod1_rnd[31-I:F];
wire signed [15:0] prod2_trnc = prod2_rnd[31-I:F];
wire signed [15:0] prod3_trnc = prod3_rnd[31-I:F];
wire signed [15:0] prod4_trnc = prod4_rnd[31-I:F];
always_ff @(posedge i_clk) begin
    if (i_rst) begin
        prod1 <= 0;
        prod2 <= 0;
        prod3 <= 0;
        prod4 <= 0;
        prod1_rnd <= 0;
        prod2_rnd <= 0;
        prod3_rnd <= 0;
        prod4_rnd <= 0;
        o_product[0] <= 0;
        o_product[1] <= 0;
    end
    else if (i_en) begin
        prod1 <= i_data1[0] * i_data2[0];  
        prod2 <= i_data1[0] * i_data2[1];  
        prod3 <= i_data1[1] * i_data2[0];  
        prod4 <= i_data1[1] * i_data2[1];  
        prod1_rnd <= (prod1 + (1<<(F-1)));
        prod2_rnd <= (prod2 + (1<<(F-1)));
        prod3_rnd <= (prod3 + (1<<(F-1)));
        prod4_rnd <= (prod4 + (1<<(F-1)));
        o_product[0] <= prod1_trnc - prod4_trnc;  
        o_product[1] <= prod2_trnc + prod3_trnc;  
    end
end
endmodule
==> ./run.sh <==
#!/bin/bash
# OpenROAD 26Q1-2900-gdf79404cd8, Yosys 0.63+post, stock flow scripts
make -C /OpenROAD-flow-scripts/flow DESIGN_CONFIG=/design/flow/config.mk WORK_HOME=/design/flow/orfs finish
==> ./config.mk <==
export PLATFORM = sky130hd
export DESIGN_NAME = butterfly
export DESIGN_NICKNAME = butterfly
export VERILOG_FILES = /design/flow/design.v
export SDC_FILE = /design/flow/constraint.sdc
export NUM_CORES = 4
export LEC_CHECK = 1
export CORE_UTILIZATION = 30
==> ./constraint.sdc <==
current_design butterfly

set clk_period 16.3
set clk_io_pct 0.2

create_clock -name clk0 -period $clk_period [get_ports {i_clk}]

set non_clock_inputs [all_inputs -no_clocks]
set_input_delay [expr $clk_period * $clk_io_pct] -clock clk0 $non_clock_inputs
set_output_delay [expr $clk_period * $clk_io_pct] -clock clk0 [all_outputs]
==> out/metrics.yaml <==
run_status:
  status: "finished clean"
die:
  fp_util: 0.3027
  die_x_um: 421.5
  core-area_um2: 174400
  ios: 163
  die_height_um: 421.5
  num_rows: 153
  die_area_um2: 177700
sta:
  fin_crit_sh: 0.5922
  tns_ps: 0
  rsz0062_at_grt: "false"
  finalHoldViolCount: 0
  setup_viol: 0
  drv_slew: 0
  skew_ps: 19.05
  hold_ws_ps: 460.4
  worstMarginPinSlew_ps: 870.5
  fmax_mhz: 103.6
  fin_crit_ps: 9653
  slew_headroom: 0.4155
run:
  openroad.warnings: 56
  max-cap-violations: 0
setup_path:
  crit_fanout: 13
  cp-start-kind: "input port"
  ff2ff_path_depth: 15
  cp_common_cell: "fa_1"
  critPathRequiredTime_ps: 16780
  crit_arrival_ps: 10140
  critPathMaxStageDelay_ps: 900
  crit_type: "input port to flip-flop"
  crit_slowest_cell: "clkdlybuf4s50_1"
  worstPathCellList: "clkdlybuf4s50_1 -> inv_1 -> buf_4 -> nor2_1 -> fa_1 -> fa_1 -> fa_1 -> fa_1 -> fa_1 -> inv_1 -> fa_1 -> inv_1 -> ha_1 -> nand4_1 -> nor2_1 -> and3_1 -> o211ai_1 -> and3_1 -> or3_4 -> a31o_2 -> xnor2_1 -> a211oi_1"
  endpoint_kind: "flip-flop"
global_route:
  grt_pass1_wl_um: 212500
  antenna_found_initial: 8
  grt_pass1_vias: 40310
  grt_overflow: 0
  grt_use_total: 0.1558
  grt_max_degree: 110
clock_tree:
  clock_latency_ps: 560
  cts_hold_buf: 0
  cts_buffers: 38
  cts.repair.resized: 0
  max-clock-path-buffers: 3
  h-tree-depth: 2
  numClockSinks: 320
  path_clk_slew_ps: 60
  cts_tree: "done"
  root_buffer: "clkbuf_16"
  cts_setup_buffers: 0
synthesis:
  syn_area_um2: 52790
  yosysWarnings: 12
  synthDistinctLibCells: 68
  ys_area_um2: 52790
  yosys.stat.seqShare: 0.1213
  edf_count: 0
  syn_avg_cell_area_um2: 9.074
  synthCells: 5818
  ff_type: "dfxtp_1"
  numSynthFlops: 320
  yosys-stat-cells: 5818
  async_reset_ff_frac: 0
place:
  dp_hpwl_um: 98340
  io_buffers: 162
  gp_congestion: 0.9171
routing:
  drt-wirelength-per-cell_um: 15.66
  drt_pass1_iterations: 4
  route.detailed.drc: 0
  ant_nets: 0
  vias: 37020
  drt_iter0_drc: 1389
  vias_per_cell: 4.533
  routed_wl_um: 127900
final_layout:
  area_growth_pct: 10.13
  lay_top_count: "inv_1"
  fillers: 17460
  most-common-layout-cells: "inv_1, fa_1, nand2_1, and2_1, ha_1"
  final_layout_size_suffix_gt1_frac: 0.02706
worst_hold_path:
  min_path_cells: 2
  worstHoldPathType: "flip-flop to flip-flop"
==> area by class of cell <==
cell class,instances,area [um^2],share of cell area
multi-input cells,4017,40820,0.7021
flip-flops and latches,320,6406,0.1102
inverters,1198,4497,0.07734
well taps,2325,2909,0.05003
repair buffers,239,2222,0.03822
clock buffers,50,1057,0.01818
clock inverters,15,224.0,0.003852
diodes,1,2.502,0.00004304
==> sequential cells by signal, summed over array words and instances, names as in the netlist <==
signal,flops
o_btm,30
twiddler.prod1_rnd,16
twiddler.prod3_rnd,16
o_top,30
twiddler.prod4_rnd,16
twiddler.prod1,17
twiddler.prod2_rnd,16
shift_even_re,48
twiddler.o_product,32
twiddler.prod4,17
twiddler.prod2,17
twiddler.prod3,17
shift_even_im,48
==> path summary, 6_finish.rpt <==
check                           slack, ps                              from                         endpoint
worst max-delay path                 6650                       i_i_twi[31]  twiddler.prod1[30]$_SDFFE_PP0P_
worst min-delay path                  460         o_btm[0][13]$_SDFFE_PP0P_        o_btm[0][13]$_SDFFE_PP0P_
worst max register to register      13060  shift_even_im[2][1]$_SDFFE_PP0P_        o_btm[1][14]$_SDFFE_PP0P_
worst min register to register        460         o_btm[0][13]$_SDFFE_PP0P_        o_btm[0][13]$_SDFFE_PP0P_
==> routing by layer <==
layer | track usage | share of wire | vias to the layer above
li1 | - | - | 17620
met1 | 0.1863 | 0.39 | 18350
met2 | 0.2713 | 0.50 | 858
met3 | 0.05283 | 0.076 | 184
met4 | 0.03642 | 0.029 | 2
met5 | 0 | 0.00010 | -
==> cells by family (layout without fill, tap and decap cells) <==
| group | after synthesis | count (layout) | synth area share |
|---|---|---|---|
| mux | 155 | 155 | 0.02939 |
| buf+inv | 1481 | 1502 | 0.1056 |
| other cells | 0 | 1 | 0 |
| xor+xnor | 246 | 246 | 0.04081 |
| compound gates | 479 | 479 | 0.06100 |
| simple gates | 1685 | 1685 | 0.1519 |
| fa+ha+maj | 1452 | 1452 | 0.4900 |
| flops | 320 | 320 | 0.1213 |
==> cells in the mapped netlist, types with 32 or more instances <==
master | count | area share
nand2_1 | 600 | 0.043
nor2_1 | 382 | 0.027
nand3_1 | 52 | 0.0049
mux2i_1 | 155 | 0.029
clkbuf_1 | 260 | 0.018
nor3_1 | 32 | 0.0030
a211oi_1 | 105 | 0.015
a21o_1 | 33 | 0.0047
ha_1 | 426 | 0.10
o21ai_0 | 88 | 0.0083
fa_1 | 1026 | 0.39
inv_1 | 1197 | 0.085
a21oi_1 | 115 | 0.011
xnor2_1 | 160 | 0.027
xor2_1 | 86 | 0.014
nand2b_1 | 35 | 0.0041
dfxtp_1 | 320 | 0.12
and2_1 | 467 | 0.055
==> critical path, delay by kind of cell <==
| family | cells | cell delay (ps) |
|---|---|---|
| AND-OR/OR-AND | 3 | 580 |
| XOR/XNOR | 1 | 130 |
| adder cells (fa/ha/maj) | 7 | 3190 |
| buffers and inverters | 5 | 1700 |
| AND/OR/NAND/NOR | 6 | 1290 |
==> metrics by stage <==
step | util | cells | cell area (um^2) | setup slack, ps
after global placement | 0.3260 | 8099 | 56860 | 6178
final | 0.3334 | 8165 | 58140 | 6647
after floorplan | - | 5818 | 52790 | 7134
after global routing | 0.3334 | 8164 | 58140 | 6251
after detailed placement | 0.3260 | 8099 | 56860 | 6064
after CTS | 0.3334 | 8164 | 58140 | 6671
