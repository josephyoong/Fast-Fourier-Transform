===== flow/run.sh =====
#!/bin/bash
# OpenROAD 26Q1-2900-gdf79404cd8, Yosys 0.63+post, stock flow scripts
make -C /OpenROAD-flow-scripts/flow DESIGN_CONFIG=/design/flow/config.mk WORK_HOME=/design/flow/orfs finish

===== flow/config.mk =====
export PLATFORM = sky130hd
export DESIGN_NAME = grapher
export DESIGN_NICKNAME = grapher
export VERILOG_FILES = /design/flow/design.v
export SDC_FILE = /design/flow/constraint.sdc
export NUM_CORES = 4
export LEC_CHECK = 1
export CORE_UTILIZATION = 40

===== flow/constraint.sdc =====
current_design grapher

set clk_period 6.1
set clk_io_pct 0.2

create_clock -name clk0 -period $clk_period [get_ports {i_clk_24MHz}]

set non_clock_inputs [all_inputs -no_clocks]
set_input_delay [expr $clk_period * $clk_io_pct] -clock clk0 $non_clock_inputs
set_output_delay [expr $clk_period * $clk_io_pct] -clock clk0 [all_outputs]

===== flow/design.v =====
module grapher (
    input i_clk_24MHz,
    input i_rst,
    input i_en,
    input signed [15:0] i_rd_data0,
    input signed [15:0] i_rd_data1,
    output logic [8:0] o_rd_addr,
    output logic o_rd_en,
    output o_led,
    output o_hs,
    output o_vs,
    output o_g0
);
logic r_red = 0;
logic r_green = 0;
logic r_blue = 0;
logic draw;
logic [24:0] led_counter = 25'b0;
wire active_video;
wire [9:0] x_pos;
wire [8:0] y_pos;
logic [9:0] r_x_pos [0:1];
logic [8:0] r_y_pos [0:1];
logic [8:0] x_pos_graph;
logic [8:0] y_pos_graph;
logic [8:0] r_y_pos_graph;
logic [8:0] r_x_pos_graph;
wire hs;
wire vs;
logic [1:0] r_hs;
logic [1:0] r_vs;
always_ff @(posedge i_clk_24MHz) begin
    led_counter <= led_counter + 1;
end
assign o_led = led_counter[24];
hvsync_gen grapher_hvsync_gen (
    .i_clk(i_clk_24MHz),
    .o_hsync(hs),
    .o_vsync(vs),
    .o_active_video(active_video),
    .o_x_pos(x_pos),
    .o_y_pos(y_pos)
);
always_ff @(posedge i_clk_24MHz) begin
    if (i_rst) begin
        r_hs[0] <= 0;
        r_vs[0] <= 0;
        r_hs[1] <= 0;
        r_vs[1] <= 0;
        r_x_pos[0] <= 0;
        r_y_pos[0] <= 0;
        r_x_pos[1] <= 0;
        r_y_pos[1] <= 0;
    end
    else if (i_en) begin
        r_hs[0] <= hs;
        r_vs[0] <= vs;
        r_hs[1] <= r_hs[0];
        r_vs[1] <= r_vs[0];
        r_x_pos[0] <= x_pos;
        r_y_pos[0] <= y_pos;
        r_x_pos[1] <= r_x_pos[0];
        r_y_pos[1] <= r_y_pos[0];
    end
end
assign o_hs = r_hs[1];
assign o_vs = r_vs[1];
localparam X_START_GRAPH = 50;
localparam GRAPH_WIDTH = 512;
localparam X_END_GRAPH = X_START_GRAPH + GRAPH_WIDTH;
localparam Y_START_GRAPH = 100;
localparam GRAPH_HEIGHT = 256;
localparam Y_END_GRAPH = Y_START_GRAPH + GRAPH_HEIGHT;
logic active_graph;
logic r_active_graph;
always_comb begin
    if ((active_video) && 
        (x_pos >= X_START_GRAPH) && (x_pos < X_END_GRAPH) &&
        (y_pos >= Y_START_GRAPH) && (y_pos < Y_END_GRAPH)) begin
        active_graph = 1;
        o_rd_en = 1;
        x_pos_graph = x_pos - X_START_GRAPH;
        y_pos_graph = y_pos - Y_START_GRAPH;
        for (int i=0; i<9; i++) begin
                o_rd_addr[i] = x_pos_graph[8-i];
        end
    end
    else begin
        active_graph = 0;
        o_rd_en = 0;
        x_pos_graph = 0;
        y_pos_graph = 0;
        o_rd_addr = 0;
    end
end
always_ff @(posedge i_clk_24MHz) begin
    if (i_rst) begin
        r_y_pos_graph <= 0;
        r_x_pos_graph <= 0;
        r_active_graph <= 0;
    end
    else if (i_en) begin
        r_y_pos_graph <= y_pos_graph;
        r_x_pos_graph <= x_pos_graph;
        r_active_graph <= active_graph;
    end
end
logic [15:0] abs_rd_data [0:1];
logic [16:0] sum_abs_rd_data;
logic [8:0] scaled_abs_rd_data;
wire [1:0] i_rd_data15_0;
wire [1:0] i_rd_data15_1;
assign i_rd_data15_0 = i_rd_data0[15];
assign i_rd_data15_1 = i_rd_data1[15];
always_comb begin
    if (i_rd_data15_0) begin  
        abs_rd_data[0] = -i_rd_data0;
    end
    else begin
        abs_rd_data[0] = i_rd_data0;
    end
    if (i_rd_data15_1) begin  
        abs_rd_data[1] = -i_rd_data1;
    end
    else begin
        abs_rd_data[1] = i_rd_data1;
    end
    sum_abs_rd_data = abs_rd_data[0] + abs_rd_data[1];
    scaled_abs_rd_data = sum_abs_rd_data >> 6;  
end
always_comb begin
    if (r_active_graph) begin
        if ((r_y_pos_graph == 9'd255) ||
            (r_x_pos_graph == 9'd0) ||
            (r_y_pos_graph >= (GRAPH_HEIGHT - scaled_abs_rd_data))) begin
            draw = 1;
        end
        else begin
            draw = 0;
        end
    end
    else begin
        draw = 0;
    end
end
always_ff @(posedge i_clk_24MHz) begin
    if (i_rst) begin
        r_green <=0;
        r_red <= 0;
        r_blue <= 0;
    end
    else if (i_en) begin
        r_green <= draw;
    end
end
assign o_g0 = r_green;
endmodule
module hvsync_gen (
    input i_clk,
    output logic o_hsync,
    output logic o_vsync,
    output o_active_video,
    output [9:0] o_x_pos,
    output [8:0] o_y_pos 
);
logic [9:0] h_counter = 10'd0;
logic [9:0] v_counter = 10'd0;
always_ff @(posedge i_clk) begin
    if (h_counter == 10'd799) begin
        h_counter <= 10'd0;
        if (v_counter == 10'd524) begin
            v_counter <= 10'd0;
        end
        else begin
            v_counter <= v_counter + 1;
        end
    end
    else begin
        h_counter <= h_counter + 1;
    end
end
always_ff @(posedge i_clk) begin
    o_hsync = ~((h_counter >= 656) && (h_counter <= 751));
    o_vsync = ~((v_counter >= 490) && (v_counter <= 491));
end
assign o_active_video = (h_counter < 640) && (v_counter < 480);
assign o_x_pos = o_active_video ? h_counter : 10'd0;
assign o_y_pos = o_active_video ? v_counter[8:0] : 9'd0;
endmodule

==> run_summary.xml <==
<?xml version="1.0" encoding="UTF-8"?>
<metrics>
  <group name="logic_synthesis">
    <metric name="ys_dominant_reg_cell" unit="">dfxtp_1</metric>
    <metric name="synth.avg_cell_area" unit="µm²">8.65</metric>
    <metric name="synth-seq-area-share" unit="">0.312</metric>
    <metric name="synth_stat.cells" unit="">564</metric>
    <metric name="yosys-stat-area" unit="µm²">4880</metric>
    <metric name="synth-adder-area-share" unit="">0.0846</metric>
    <metric name="synth.area.mux_share" unit="">0.0374</metric>
    <metric name="ys_ff" unit="">71</metric>
    <metric name="synthSimpleGateAreaFrac" unit="">0.222</metric>
    <metric name="post_synth_instance_area" unit="µm²">4880</metric>
    <metric name="synthCells" unit="">564</metric>
    <metric name="asyncSetResetFlopFracSynth" unit="">0</metric>
    <metric name="aoi_share" unit="">0.145</metric>
    <metric name="enable_flop_cells" unit="">10</metric>
    <metric name="netlist-cell-type-count" unit="">73</metric>
    <metric name="post_synth_xor_area_fraction" unit="">0.161</metric>
    <metric name="synthTopLogicFamily" unit="">simple AND/OR/NAND/NOR gates</metric>
    <metric name="synth_warnings" unit="">5</metric>
  </group>
  <group name="floorplanning">
    <metric name="floorplan.io_pins" unit="">49</metric>
    <metric name="fp.coreArea" unit="µm²">11700</metric>
    <metric name="die_width" unit="µm">112</metric>
    <metric name="dieArea" unit="µm²">12600</metric>
    <metric name="floorplan.die.height" unit="µm">112</metric>
    <metric name="floorplan_utilization" unit="">0.419</metric>
    <metric name="placementRows" unit="">39</metric>
  </group>
  <group name="timing">
    <metric name="rsz0062_at_grt" unit="">no</metric>
    <metric name="tightest_slew_margin_relative_to_the_limit" unit="">0.391</metric>
    <metric name="max_freq" unit="GHz">0.186</metric>
    <metric name="transition_at_the_pin_with_the_smallest_max_transition_slack" unit="ns">0.905</metric>
    <metric name="min_period_over_period" unit="">0.880</metric>
    <metric name="final_max_slew_viol_count" unit="">0</metric>
    <metric name="clock_skew" unit="ns">0.00396</metric>
    <metric name="finalCriticalPeriod" unit="ns">5.37</metric>
    <metric name="final.setup.tns" unit="ns">0</metric>
    <metric name="finalSetupViolCount" unit="">0</metric>
    <metric name="hold_violation_count_in_the_final_report" unit="">0</metric>
  </group>
  <group name="final_layout">
    <metric name="final_common_cell" unit="">nor2_1</metric>
    <metric name="final-instance-count-excl-fill" unit="">753</metric>
    <metric name="mostFrequentLayoutCells" unit="">nor2_1 (64), dfxtp_1 (61), xnor2_1 (56), nand2_1 (50), clkdlybuf4s50_1 (48)</metric>
    <metric name="synth_to_layout_area_growth" unit="%">18.0</metric>
    <metric name="summed_area_of_non_filler_cells_in_the_final_layout" unit="µm²">5760</metric>
    <metric name="num-fill-cells" unit="">1087</metric>
    <metric name="post_route_cells_drive_above_1_share" unit="">0.0803</metric>
  </group>
  <group name="route">
    <metric name="antenna_left" unit="">0</metric>
    <metric name="drcViolationCount" unit="">0</metric>
    <metric name="detail_route.vias_per_cell" unit="">5.21</metric>
    <metric name="dr.first_iter.drc_count" unit="">205</metric>
    <metric name="detail_route.wirelength" unit="µm">9690</metric>
    <metric name="dr_total_vias" unit="">3921</metric>
    <metric name="detail_route.wl_per_cell" unit="µm">12.9</metric>
    <metric name="detailedRoute.firstPassIterationCount" unit="">4</metric>
    <metric name="diodes" unit="">0</metric>
  </group>
  <group name="pwr">
    <metric name="leakage" unit="nW">2.19</metric>
    <metric name="worst_ir_drop_vdd" unit="mV">0.215</metric>
    <metric name="cellPowerDensity" unit="nW/µm²">223</metric>
    <metric name="post-layout-total-power" unit="W">0.00128</metric>
  </group>
  <group name="global_routing">
    <metric name="number_of_global_route_vias_before_repair" unit="">3571</metric>
    <metric name="grt_use_met3" unit="">0.0292</metric>
    <metric name="most_utilized_layer_in_the_global_route_result" unit="">met1</metric>
    <metric name="globalRoute.totalOverflow" unit="">0</metric>
    <metric name="grtUsageMet2" unit="">0.240</metric>
    <metric name="grt_pass1_wl" unit="µm">16500</metric>
    <metric name="grt_antenna_before_repair" unit="">0</metric>
    <metric name="gr_layer_usage_met1" unit="">0.258</metric>
    <metric name="grt_max_degree" unit="">33</metric>
    <metric name="grt_use_total" unit="">0.161</metric>
  </group>
  <group name="worst_setup_path">
    <metric name="critical_path.n_buffers_inverters" unit="">1</metric>
    <metric name="crit_path_cell_trace" unit="">clkdlybuf4s50_1 -&gt; or4_1 -&gt; o41ai_1 -&gt; xnor2_1 -&gt; ha_1 -&gt; and4_1 -&gt; nor3b_1 -&gt; nor4_2 -&gt; o21ai_2 -&gt; mux2_2 -&gt; a211oi_2 -&gt; xnor2_1 -&gt; ha_1 -&gt; a21oi_1 -&gt; a21oi_1 -&gt; o21ai_0 -&gt; o22ai_1</metric>
    <metric name="critPathLaunchType" unit="">primary input</metric>
    <metric name="largest_fanout_on_the_critical_path" unit="">6</metric>
    <metric name="cp.arrival" unit="ns">5.58</metric>
    <metric name="path_delay_family" unit="">simple AND/OR/NAND/NOR gates</metric>
    <metric name="critPathCaptureType" unit="">flip-flop</metric>
    <metric name="critical-path-slowest-cell" unit="">or4_1</metric>
    <metric name="critPathMaxStageDelay" unit="ns">0.64</metric>
    <metric name="cp.required" unit="ns">6.31</metric>
    <metric name="crit_type" unit="">primary input to flip-flop</metric>
  </group>
  <group name="clock_tree">
    <metric name="cts_buffers" unit="">9</metric>
    <metric name="cts.reportedPaths.clkPinSlew" unit="ns">0.06</metric>
    <metric name="ctsHoldBuffers" unit="">0</metric>
    <metric name="cts_tree" unit="">done</metric>
    <metric name="clock-root-buffer" unit="">clkbuf_16</metric>
    <metric name="cts-htree-levels" unit="">3</metric>
    <metric name="clock.latency.late_pin" unit="ns">0.33</metric>
    <metric name="cts.sinks" unit="">71</metric>
    <metric name="cts_setup_buffers" unit="">0</metric>
    <metric name="clockBufferDepth" unit="">2</metric>
    <metric name="postCtsResizedCells" unit="">0</metric>
  </group>
  <group name="placement">
    <metric name="numPlacedInstances" unit="">737</metric>
    <metric name="io_buffers" unit="">48</metric>
    <metric name="globalplace.congestion" unit="">0.837</metric>
    <metric name="placedInstanceArea" unit="µm²">5490</metric>
    <metric name="dp.final_hpwl" unit="µm">7370</metric>
  </group>
  <group name="hold_path">
    <metric name="holdCritPathClass" unit="">flip-flop to flip-flop</metric>
  </group>
  <group name="run">
    <metric name="tool_warnings" unit="">29</metric>
    <metric name="maxCapViolations" unit="">0</metric>
  </group>
  <group name="outcome">
    <metric name="result_of_the_run" unit="">complete, no violations</metric>
  </group>
</metrics>
-- final timing paths --
check                                                start                       endpoint  slack [ns]  cells past startpoint
max                                          i_rd_data0[2]           r_green$_SDFFE_PP0P_        0.73                     17
min                                 led_counter[0]$_DFF_P_         led_counter[0]$_DFF_P_        0.43                      1
max reg2reg  grapher_hvsync_gen.v_counter[5]$_SDFFCE_PN0N_  r_y_pos_graph[1]$_SDFFE_PP0P_        3.17                     12
min reg2reg                         led_counter[0]$_DFF_P_         led_counter[0]$_DFF_P_        0.43                      1
-- sequential cells by signal, summed over array words and instances (netlist names) --
signal,cells
led_counter,25
grapher_hvsync_gen.h_counter,10
grapher_hvsync_gen.v_counter,10
r_x_pos_graph,9
r_y_pos_graph,9
r_hs,2
r_vs,2
grapher_hvsync_gen.o_hsync,1
grapher_hvsync_gen.o_vsync,1
r_active_graph,1
r_green,1
-- per-layer routing --
layer	up-vias	share of wire	wire length (µm)
met4	0	0.0062	60
met5	-	0	0
met3	7	0.032	313
met1	1802	0.53	5170
met2	38	0.43	4140
li1	2074	-	-
-- Yosys cell counts, types with 3 or more instances --
| cell type | count | area share |
|---|---|---|
| nand3b_1 | 3 | 0.0046 |
| inv_1 | 21 | 0.016 |
| o211ai_1 | 3 | 0.0046 |
| and3_1 | 4 | 0.0051 |
| ha_1 | 33 | 0.085 |
| nand2b_1 | 12 | 0.015 |
| xnor2_1 | 56 | 0.10 |
| nor2b_1 | 5 | 0.0064 |
| o21a_1 | 4 | 0.0062 |
| mux2i_1 | 16 | 0.033 |
| and2_1 | 3 | 0.0038 |
| nand4_1 | 8 | 0.010 |
| o31ai_1 | 7 | 0.011 |
| nand3_1 | 27 | 0.028 |
| o41ai_1 | 4 | 0.0072 |
| buf_2 | 10 | 0.010 |
| o21ai_0 | 18 | 0.018 |
| xor2_1 | 30 | 0.054 |
| edfxtp_1 | 10 | 0.062 |
| nor4b_1 | 3 | 0.0054 |
| nand2_1 | 50 | 0.038 |
| nor2_1 | 64 | 0.049 |
| dfxtp_1 | 61 | 0.25 |
| a21oi_1 | 22 | 0.023 |
| a31oi_1 | 3 | 0.0038 |
| nor3_1 | 12 | 0.012 |
| nor4_1 | 5 | 0.0064 |
| clkbuf_1 | 12 | 0.0092 |
-- cell families after synthesis --
logic type               after synthesis
XOR/XNOR                              88
AND/OR/NAND/NOR                      216
multiplexers                          18
AND-OR/OR-AND                         92
buffers and inverters                 46
flip-flops                            71
adder cells (fa/ha/maj)               33
-- report_power, final --
part / leakage, nW / switching, W / internal, W / total, W
Combinational: 1.44 / 0.000173 / 0.000160 / 0.000333
Sequential: 0.607 / 0 / 0.000473 / 0.000473
Clock: 0.140 / 0.000190 / 0.000286 / 0.000476
-- area by class of cell --
cell class                      instances  area, µm²  share of cell area
Multi-Input combinational cell        447       3180               0.552
Sequential cell                        71       1520               0.264
Timing Repair Buffer                   54        526              0.0912
Clock buffer                           11        243              0.0421
Tap cell                              143        179              0.0311
Inverter                               22       82.6              0.0143
Clock inverter                          5       31.3             0.00543
-- metrics by stage --
stage	utilization	setup WS (ns)	hold slack (ns)
final	0.494	0.732	0.428
after global routing	0.494	0.315	0.455
after CTS	0.494	0.748	0.433
after detailed placement	0.470	0.413	0.419
after global placement	0.470	0.467	0.409
after floorplan	-	1.13	0.395
-- worst register-to-register path, delay by kind of cell, from the launching register on --
kind                     cells  cell delay (ns)
AND-OR/OR-AND                4             0.68
adder cells (fa/ha/maj)      1             0.22
buffers and inverters        3             0.67
flip-flops                   1             0.51
AND/OR/NAND/NOR              4             0.73
Power is estimated from default activity; no workload was simulated.
